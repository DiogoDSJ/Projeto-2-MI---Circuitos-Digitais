## flow/config.mk

```make
export PLATFORM = sky130hd
export DESIGN_NAME = main
export DESIGN_NICKNAME = main
export VERILOG_FILES = /design/flow/design.v
export SDC_FILE = /design/flow/constraint.sdc
export NUM_CORES = 4
export LEC_CHECK = 1
export CORE_UTILIZATION = 30
```

## flow/constraint.sdc

```tcl
current_design main

set clk_period 1.0
set clk_io_pct 0.2

create_clock -name clk0 -period $clk_period [get_ports {clk}]

set non_clock_inputs [all_inputs -no_clocks]
set_input_delay [expr $clk_period * $clk_io_pct] -clock clk0 $non_clock_inputs
set_output_delay [expr $clk_period * $clk_io_pct] -clock clk0 [all_outputs]
```

## flow/design.v

```verilog
module divisor_de_clock(j,k,clk,saida1,saida2);  
	input k,j,clk;
	output saida1,saida2;
	wire s1,s2,s3,s4,s5,s6,s7,s8,s9,s10,s11,s12,s13,s14,s15,s16,s17,s18,s19,s20,s21,s22,s23,s24;
	jk_ff ff1(j,k,clk,s1);
	jk_ff ff2(j,k,s1,s2);
	jk_ff ff3(j,k,s2,s3);
	jk_ff ff4(j,k,s3,s4); 
	jk_ff ff5(j,k,s4,s5);
	jk_ff ff6(j,k,s5,s6); 
	jk_ff ff7(j,k,s6,s7); 	
	jk_ff ff8(j,k,s7,s8); 
	jk_ff ff9(j,k,s8,s9); 	
	jk_ff ff10(j,k,s9,s10); 
	jk_ff ff11(j,k,s10,s11); 
	jk_ff ff12(j,k,s11,s12); 
	jk_ff ff13(j,k,s12,s13); 
	jk_ff ff14(j,k,s13,s14); 
	jk_ff ff15(j,k,s14,s15); 
	jk_ff ff16(j,k,s15,s16); 
	jk_ff ff17(j,k,s16,s17); 
	jk_ff ff18(j,k,s17,s18); 
	jk_ff ff19(j,k,s18,s19); 
	jk_ff ff20(j,k,s19,s20); 
	jk_ff ff21(j,k,s20,s21); 
	jk_ff ff22(j,k,s21,s22); 
	jk_ff ff23(j,k,s22,s23);
	jk_ff ff24(j,k,s23,s24);
	assign saida1 = s5;
	assign saida2 = s24;
endmodule
module flipflop(valores_registrador,d,q,clk,saida_flipposterior,ch1, ch0);  
	input d,clk,saida_flipposterior,ch1, ch0, valores_registrador;
	output reg q;
	wire saida_mux;
	wire fio;
	mux mux0(valores_registrador,saida_flipposterior,d,ch1,ch0,saida_mux); 
	nand nand1(fio, ch1, ch0); 
	always @(posedge clk)begin
			if(fio)begin
          q = saida_mux;
			 end
     end
endmodule
module flipflop_registrador7b(valores_registrador,d,q,clk,sinal);  
	input d,clk,valores_registrador;
	output reg q;
	wire saida_mux;
	wire saida;
	wire f1,f2;
	input sinal;
	and and1(f1, d, sinal);
	and and2(f2, valores_registrador, ~sinal);
	or or1(saida, f1,f2);
	always @(posedge clk)begin
          q = saida;
     end
endmodule
module flipflop_registrador_coluna(valores_registrador,d,q,clk,ch1,ch0);  
	input d,clk,ch1, ch0, valores_registrador;
	output reg q;
	wire saida_mux;
	mux_registrador_coluna mux1(valores_registrador,d,ch1,ch0,saida_mux);
	always @(posedge clk)begin
          q = saida_mux;
     end
endmodule
module flipflop_registrador_coluna_especial(valores_registrador,d,q,clk,ch1,ch0,ultimo_flip,saida_flip);  
	input d,clk,ch1,ch0,valores_registrador, ultimo_flip;
	output reg q;
	wire saida_mux;
	output saida_flip;
	or or1(saida_flip, d, ultimo_flip);
	mux_registrador_coluna mux1(valores_registrador, saida_flip, ch1, ch0, saida_mux);
	always @(posedge clk)begin
          q = saida_mux;
     end
endmodule
module flipflop_especial(valores_registrador,d,q,clk,saida_flipposterior,ch1,ch0,ultimo_flip,saida_flip);  
	input d,clk,saida_flipposterior,ch1,ch0,valores_registrador, ultimo_flip;
	output reg q;
	wire saida_mux;
	output saida_flip;
	wire fio;
	or or1(saida_flip, d, ultimo_flip);
	mux mux0(valores_registrador,saida_flipposterior,saida_flip,ch1,ch0,saida_mux);
	nand nand1(fio, ch1, ch0);
	always @(posedge clk)begin
			if(fio)begin
          q = saida_mux;
			 end
     end
endmodule
module jk_ff (j,k,clk,q);  
	input j,k,clk;
	output q;
   reg q;  
   always @ (posedge clk)  
      case ({j,k})  
         2'b00 :  q <= q;  
         2'b01 :  q <= 0;  
         2'b10 :  q <= 1;  
         2'b11 :  q <= ~q;  
      endcase 
endmodule
module main(ch1,ch0,clk,saida_reg1,saida_reg2,saida_reg3,saida_reg4,saida_reg5,acender_coluna);
    input clk,ch1,ch0;
	 output saida_reg1,saida_reg2,saida_reg3,saida_reg4,saida_reg5;
	 output [6:0] acender_coluna;
	 wire [15:0] linha1;
	 wire [15:0] linha2;
	 wire [15:0] linha3;
	 wire [15:0] linha4;
	 wire [15:0] linha5;
	 wire clock1;
	 wire clock2;
	 divisor_de_clock divisor(1, 1, clk, clock1, clock2);
	 registrador_coluna registrador_coluna_1(0,1,1,1,1,1,1,clock1,ch1,ch0,acender_coluna);
	 registrador reg_1(0,1,1,1,0,1,1,1,0,1,1,1,0,1,0,1,clock2, ch1, ch0, linha1);
	 registrador reg_2(0,0,0,1,0,0,0,1,0,0,0,1,0,1,0,1,clock2, ch1, ch0, linha2);
	 registrador reg_3(0,1,1,1,0,1,1,1,0,1,1,1,0,1,0,1,clock2, ch1, ch0, linha3);
	 registrador reg_4(0,1,0,0,0,0,0,1,0,0,0,1,0,1,0,1,clock2, ch1, ch0, linha4);
	 registrador reg_5(0,1,1,1,0,0,0,1,0,1,1,1,0,1,1,1,clock2, ch1, ch0, linha5);
	 registrador_7bits reg7b_1(linha1[15:9], clock1, saida_reg1,acender_coluna[6]);
	 registrador_7bits reg7b_2(linha2[15:9], clock1, saida_reg2,acender_coluna[6]);
	 registrador_7bits reg7b_3(linha3[15:9], clock1, saida_reg3,acender_coluna[6]);
	 registrador_7bits reg7b_4(linha4[15:9], clock1, saida_reg4,acender_coluna[6]);
	 registrador_7bits reg7b_5(linha5[15:9], clock1, saida_reg5,acender_coluna[6]);
endmodule
module mux(definir_valores, esquerda_para_direita, direita_para_esquerda, ch1, ch0, saida_mux);  
	input esquerda_para_direita, direita_para_esquerda, definir_valores, ch1, ch0;
	output saida_mux;
	wire f1, f2, f3;
	and and1(f1, definir_valores, ~ch1, ~ch0);  
	and and2(f2, direita_para_esquerda, ch1, ~ch0);
	and and3(f3, esquerda_para_direita, ~ch1, ch0);
	or or1(saida_mux, f1, f2, f3);
endmodule
module mux_registrador_coluna(definir_valores, esquerda_para_direita, ch1, ch0, saida_mux);  
	input esquerda_para_direita, definir_valores, ch1, ch0;
	output saida_mux;
	wire f1, f2,f3;
	and and1(f1, ~ch1, ~ch0);  
	and and2(f2, definir_valores, f1);
	and and3(f3, esquerda_para_direita, ~f1);
	or or1(saida_mux, f2, f3);
endmodule
module registrador(bit0,bit1,bit2,bit3,bit4,bit5,bit6,bit7,bit8,bit9,bit10,bit11,bit12,bit13,bit14,bit15,clk,ch1,ch0,saidas_registrador,d);
	input clk,d,ch1,ch0;
	wire[15:0] q;
	output [15:0] saidas_registrador;
	input bit0,bit1,bit2,bit3,bit4,bit5,bit6,bit7,bit8,bit9,bit10,bit11,bit12,bit13,bit14,bit15;
	flipflop_especial t1(bit0,d,q[0],clk,q[1],ch1,ch0, q[15]);
	assign saidas_registrador[0] = q[0];
	flipflop t2(bit1,q[0],q[1],clk,q[2],ch1, ch0);
	assign saidas_registrador[1] = q[1];
	flipflop t3(bit2,q[1],q[2],clk,q[3],ch1, ch0);
	assign saidas_registrador[2] = q[2];
	flipflop t4(bit3,q[2],q[3],clk,q[4],ch1, ch0);
	assign saidas_registrador[3] = q[3];
	flipflop t5(bit4,q[3],q[4],clk,q[5],ch1, ch0);
	assign saidas_registrador[4] = q[4];
	flipflop t6(bit5,q[4],q[5],clk,q[6],ch1, ch0);
	assign saidas_registrador[5] = q[5];
	flipflop t7(bit6,q[5],q[6],clk,q[7],ch1, ch0);
	assign saidas_registrador[6] = q[6];
	flipflop t8(bit7,q[6],q[7],clk,q[8],ch1, ch0);
	assign saidas_registrador[7] = q[7];
	flipflop t9(bit8,q[7],q[8],clk,q[9],ch1, ch0);
	assign saidas_registrador[8] = q[8];
	flipflop t10(bit9,q[8],q[9],clk,q[10],ch1, ch0);
	assign saidas_registrador[9] = q[9];
	flipflop t11(bit10,q[9],q[10],clk,q[11],ch1, ch0);
	assign saidas_registrador[10] = q[10];
	flipflop t12(bit11,q[10],q[11],clk,q[12],ch1, ch0);
	assign saidas_registrador[11] = q[11];
	flipflop t13(bit12,q[11],q[12],clk,q[13],ch1, ch0);
	assign saidas_registrador[12] = q[12];
	flipflop t14(bit13,q[12],q[13],clk,q[14],ch1, ch0);
	assign saidas_registrador[13] = q[13];
	flipflop t15(bit14,q[13],q[14],clk,q[15],ch1,ch0);
	assign saidas_registrador[14] = q[14];
	flipflop t16(bit15,q[14],q[15],clk,q[0],ch1, ch0);
	assign  saidas_registrador[15] = q[15];
endmodule
module registrador_7bits(bits,clk,saida_ultimoflip,sinal,saidas_registrador,d); 	 
	input clk,d;
	wire[6:0] q;
	output [5:0] saidas_registrador;
	input [6:0] bits;
	output saida_ultimoflip;
	input sinal;
	flipflop_registrador7b t1(bits[0],d,q[0],clk,sinal);
	assign saidas_registrador[0] = q[0];
	flipflop_registrador7b t2(bits[1],q[0],q[1],clk,sinal);
	assign saidas_registrador[1] = q[1];
	flipflop_registrador7b t3(bits[2],q[1],q[2],clk,sinal);
	assign saidas_registrador[2] = q[2];
	flipflop_registrador7b t4(bits[3],q[2],q[3],clk,sinal);
	assign saidas_registrador[3] = q[3];
	flipflop_registrador7b t5(bits[4],q[3],q[4],clk,sinal);
	assign saidas_registrador[4] = q[4];
	flipflop_registrador7b t6(bits[5],q[4],q[5],clk,sinal);
	assign saidas_registrador[5] = q[5];
	flipflop_registrador7b t7(bits[6],q[5],q[6],clk,sinal);
	assign saida_ultimoflip = q[6];
endmodule
module registrador_coluna(bit0,bit1,bit2,bit3,bit4,bit5,bit6,clk,ch1,ch0,saidas_registrador_coluna,d); 	 
	input clk,d,ch1,ch0;
	wire[6:0] q;
	output [6:0] saidas_registrador_coluna;
	input bit0,bit1,bit2,bit3,bit4,bit5,bit6;
	flipflop_registrador_coluna_especial t1(bit0,d,q[0],clk,ch1,ch0,q[6]);
	assign saidas_registrador_coluna[0] = q[0];
	flipflop_registrador_coluna t2(bit1,q[0],q[1],clk,ch1, ch0);
	assign saidas_registrador_coluna[1] = q[1];
	flipflop_registrador_coluna t3(bit2,q[1],q[2],clk,ch1, ch0);
	assign saidas_registrador_coluna[2] = q[2];
	flipflop_registrador_coluna t4(bit3,q[2],q[3],clk,ch1, ch0);
	assign saidas_registrador_coluna[3] = q[3];
	flipflop_registrador_coluna t5(bit4,q[3],q[4],clk,ch1, ch0);
	assign saidas_registrador_coluna[4] = q[4];
	flipflop_registrador_coluna t6(bit5,q[4],q[5],clk,ch1, ch0);
	assign saidas_registrador_coluna[5] = q[5];
	flipflop_registrador_coluna t7(bit6,q[5],q[6],clk,ch1, ch0);
	assign saidas_registrador_coluna[6] = q[6];
endmodule
```

## flow/run.sh

```bash
#!/bin/bash
# OpenROAD 26Q1-2900-gdf79404cd8, Yosys 0.63+post, stock flow scripts
make -C /OpenROAD-flow-scripts/flow DESIGN_CONFIG=/design/flow/config.mk WORK_HOME=/design/flow/orfs finish
```

==> notes.md <==
fresh numbers from the pnr run: outcome=finished clean, DRT iter0 DRCs=182, Area growth, synth to finish=5.386%, crit path kind=register to register, first-pass GRT wire length=approximately 13000 µm, cells in synth_stat.txt=413, antenna-violating nets left=0, DRC viols=0, Peak VDD IR=0.0001618 V, Max FO, Critical Path=2, Internal=just under 300 µW, Cell Area, Synth=5505 µm², routed vias/inst=4.464, post-route minimum period=450.9 ps, endpoints left unconstrained=237, fmax=2218 MHz, delay-heaviest family, CP=flip-flops, PD cells=92.50 nW/µm², Tot Pwr=536.6 µW, Reg power frac=25.4%, CP Launch Type=register, leakage power figure=0.002087 µW, Core ar.=17960 µm², Util after Layout=32.30%, Pre-Place Util=~31%, Ys Warns=106, Worst-path clk slew=0 ps, Slowest cell on crit path=dfxtp_1, post-route setup TNS=0 ps, hold buffers post-CTS=0, number of setup buffers added after CTS=0, Seq share, synth=67.64%, RSZ-0062 raised after global routing=false, Vias=between 2000 and 3000, nature of the critical path endpoint=register, Area contributors post-synth=edfxtp_1 (44%), dfxtp_1 (24%), mux2_2 (6.1%), Final Slew Violations=0, combinational fraction of design power=roughly three quarters, chip area=18900 µm², Final setup viols=0, post-DP HPWL=4419 µm, # diodes=0, gr usage total=8.747%, Yosys cell types=16, dpl cells=631, syn avg cell area=~13 µm², Crit path arrival time=340 ps, final hold viol count=0, gp weighted congestion=approximately 0.7, Resized Gates After CTS=0, die height=between 100 and 150 µm, largest net degree at the start of global routing=89, Net Switching=247.3 µW, Cell Count, Final, Fillers Out=631, vias in the first global route=2824, Largest stage delay, worst path=300 ps, final WL=7617 µm, Max Clock Skew=0 ps, share of cells above drive strength 1=12.19%, Worst-Margin Slew=834.5 ps, CP Cell Sequence=inv_1, worst relative slew slack=44.11%, biggest area consumer among synthesized cells=edfxtp_1, initial antenna violation count=0, Registers, synthesis=146, Cells after Synth=roughly 410, CP Buf/Inv Count=1, Pre-antenna DRT Iters=4, Data required, critical path=890 ps, Hold Crit Class=register to register, # IOs=15, Net Sw Frac=46.08%, Die W=137.5 µm, PortBufs=14, fillers=~1700, maxcap violations=0, Avg WL per Cell=12.07 µm, register pins left without a clock=145, Clk pwr share=0%, Rows=49, Overflow after GRT=0, Area leader share=43.64%, area reported by Yosys stat=5505 µm², final worst-path cycle share=45.09%, Late-Pin Clk Latency=0 ps, tool warnings=28
## Yosys cell counts
library cell,number
a22o_1,33
clkbuf_1,11
a21oi_1,42
a21o_1,5
inv_1,25
nor2b_1,49
nand2b_1,42
buf_2,9
nand2_1,1
nor2_1,1
edfxtp_1,80
mux2_2,30
buf_6,4
buf_4,9
or2_2,6
dfxtp_1,66
## power groups by stage
stage                 combinational [µW]  sequential, µW  clock (µW)
final                                400             136           0
after global routing                 449             137           0
after CTS                            408             136           0
## area by class of cell
type	count	area (µm²)	share of cell area [%]
Inverter	25	93.84	1.617
Timing Repair Buffer	22	195.2	3.364
Multi-Input combinational cell	209	1501	25.88
Tap cell	229	286.5	4.939
Sequential cell	146	3725	64.20
## placed cells by master (no fill, tap or decap)
cell | netlist | layout
edfxtp_1 | 80 | 80
buf_4 | 9 | 8
nor2b_1 | 49 | 47
nor2_1 | 1 | 1
or2_2 | 6 | 6
nand2_4 | 0 | 1
buf_2 | 9 | 1
dfxtp_2 | 0 | 1
inv_1 | 25 | 25
clkdlybuf4s50_1 | 0 | 13
a21o_1 | 5 | 5
a21oi_1 | 42 | 42
nor2b_2 | 0 | 2
mux2_2 | 30 | 30
a22o_1 | 33 | 33
dfxtp_1 | 66 | 65
nand2b_1 | 42 | 42
## metrics by stage
stage,hold slack (ps),worst slack (ps),area [µm²]
3_3_place_gp,365.7,545.4,5802
2_1_floorplan,349.6,564.2,5505
4_1_cts,367.9,541.9,5802
5_1_grt,380.2,525.3,5802
6_report,361.9,549.1,5802
3_5_place_dp,366.9,543.0,5802
## logic make-up (layout without fill, tap and decap cells)
family	count (synthesis)	count (layout)	share of synthesized area (%)
DFF	146	146	67.64
and+or+nand+nor	99	99	11.16
buffers and inverters	58	47	5.318
muxes	30	30	6.136
AOI/OAI and AO/OA	80	80	9.750
## routing by layer
metal	GRT usage, %	wire length [µm]	vias to the layer above
li1	-	-	1387
met1	13.45	3864	1383
met2	14.15	3538	47
met3	1.877	214	0
met4	0	0	0
met5	0	0	-
## worst paths after layout
kind	startpoint	endpoint	slack [ps]	cells past startpoint
min	divisor.ff1.q	divisor.ff1.q	360	1
min reg2reg	divisor.ff1.q	divisor.ff1.q	360	1
max	divisor.ff1.q	divisor.ff1.q	550	1
max reg2reg	divisor.ff1.q	divisor.ff1.q	550	1
No activity file was given, so power comes from the tool's default toggle rates.
